--- flow/config.mk ---
export PLATFORM = sky130hd
export DESIGN_NAME = seg7_0or1
export DESIGN_NICKNAME = seg7_0or1
export VERILOG_FILES = /design/flow/design.v
export SDC_FILE = /design/flow/constraint.sdc
export NUM_CORES = 4
export LEC_CHECK = 1
export CORE_AREA = 10 10 84 84
export DIE_AREA = 0 0 94 94
--- flow/constraint.sdc ---
current_design seg7_0or1

set clk_period 4.0
set clk_io_pct 0.2

create_clock -name clk0 -period $clk_period [get_ports {clk}]

set non_clock_inputs [all_inputs -no_clocks]
set_input_delay [expr $clk_period * $clk_io_pct] -clock clk0 $non_clock_inputs
set_output_delay [expr $clk_period * $clk_io_pct] -clock clk0 [all_outputs]
--- flow/design.v ---
module seg7_0or1 (
  input  wire       clk,      
  input  wire       rstn,     
  input  wire       iClass,   
  output reg  [6:0] oSeg,     
  output reg        oC        
);
  localparam integer DIV = 100_000;
  reg [16:0] cnt;    
  reg        sel;    
  always @(posedge clk or negedge rstn) begin
    if (!rstn) begin
      cnt <= 0; sel <= 0;
    end else begin
      cnt <= cnt + 1;
      if (cnt == DIV-1) begin
        cnt <= 0;
        sel <= ~sel;    
      end
    end
  end
  localparam [6:0] ZERO = 7'b1111110;  
  localparam [6:0] ONE  = 7'b0110000;  
  always @* begin
    if (iClass == 1'b0) begin
      oSeg = ZERO;
      oC   = sel;       
    end else begin
      if (sel == 1'b0) begin
        oSeg = ZERO;    
        oC   = 1'b0;
      end else begin
        oSeg = ONE;     
        oC   = 1'b1;
      end
    end
  end
endmodule
--- flow/run.sh ---
#!/bin/bash
# OpenROAD 26Q1-2900-gdf79404cd8, Yosys 0.63+post, stock flow scripts
make -C /OpenROAD-flow-scripts/flow DESIGN_CONFIG=/design/flow/config.mk WORK_HOME=/design/flow/orfs finish
==> results.json <==
{
  "status": "finished, final reports clean",
  "r2r-start": "cnt[0]$_DFF_PN0_",
  "hold_start": "sel$_DFFE_PN0N_",
  "cts_tree": "done",
  "die-width_um": 94,
  "rsz0062_at_grt": "no",
  "clkSinkCount": 18,
  "warnings": 25,
  "grt_pass1_wl_mm": 2.518,
  "synthArstFlopShare_pct": 100.0,
  "postRouteAntennaNets": 0,
  "finalClockSkew_ns": 0.001367,
  "min_path_cells": 1,
  "yosys_area_um2": 897.1,
  "cts-root-buf": "clkbuf_8",
  "finalNonFillerCells": 160,
  "vias": 591,
  "hold_ws_ns": 0.4903,
  "path_class": "in2out",
  "r2r_slack_ns": 2.41,
  "die-area_um2": 8836,
  "track_usage_pct": 3.492,
  "critical_path_required_ns": 3.20,
  "antenna_found_initial": 0,
  "final_core_util_pct": 20.26,
  "ys_seq_share_pct": 50.21,
  "synthMuxAreaShare_pct": 0,
  "timing.rr.end": "cnt[16]$_DFF_PN0_",
  "synth_top_cell_by_area": "dfrtp_1",
  "layout-drive-gt1-share_pct": 7.778,
  "n_fill_cell": 571,
  "flop_cell": "dfrtp_1",
  "numPortBuffers": 7,
  "synth-xor-area-share_pct": 15.62,
  "reg2regPathDepth": 5,
  "clkLatencyLatePin_ns": 0.25,
  "dp_cells": 157,
  "power_density_nw_per_um2": 292.8,
  "overflow": 0,
  "hp-class": "reg2reg",
  "maxSlewViolCount": 0,
  "grt_pass1_vias": 529,
  "netlist_logic_family_top": "simple AND/OR/NAND/NOR gates",
  "cts_buffers": 3,
  "power_mw": 0.3089,
  "finalInstanceArea_um2": 1055,
  "cts_hold_buf": 0,
  "combPwrFrac_pct": 1.7,
  "comb_area_um2": 397.9,
  "finalCriticalPeriod_ns": 2.583,
  "htree_levels": 1,
  "dp_slack_ns": 1.403,
  "p_seq_share_pct": 59.0,
  "drt_wl_total_mm": 1.537,
  "routabilityCongestion": 0.8078,
  "yosys.area_share.aoi_pct": 0,
  "avgSynthCellArea_um2": 10.55,
  "initial_core_util_pct": 17.24,
  "numSynthFlops": 18,
  "p_sw_mw": 0.05834,
  "yosys.cell_count.top_type": "dfrtp_1",
  "swShare_pct": 18.89,
  "finalHoldViolCount": 0,
  "common_cells": "dfrtp_1 (18), nor2_1 (11), xnor2_1 (9)",
  "synth_area_um2": 897.1,
  "drc": 0,
  "clkPwrFrac_pct": 39.3,
  "start_kind": "input port",
  "drv_cap": 0,
  "finalCritPeriodShare_pct": 64.57,
  "clk_path_buf_depth": 2,
  "coreArea_um2": 5205,
  "placed_cell_area_um2": 1013,
  "crit_path_end_kind": "primary output",
  "cts.clk_slew.worst_paths_ns": 0.06,
  "ir_worst_vdd_mv": 0.1251,
  "worstPathArrival_ns": 1.78,
  "fp-row-count": 26,
  "seqCellArea_um2": 450.4,
  "syn2layout_area_growth_pct": 17.57,
  "die_h_um": 94,
  "finalSetupTns_ns": 0,
  "synth-edff-count": 0,
  "drt-wirelength-per-cell_um": 9.606,
  "ys_sh_adder_pct": 1.395,
  "synth_cell_types": 20,
  "total_leakage_power_nw": 0.4621,
  "hold_end": "sel$_DFFE_PN0N_",
  "setup_violations": 0,
  "boundaryPins": 11,
  "top_cell_area_share_pct": 50.21,
  "simple_gate_area_share_pct": 26.08,
  "cts_resized": 0,
  "crit_fanout": 4,
  "first_pass_iters": 4,
  "fin_ws_ns": 1.417,
  "drtIter0Drc": 30,
  "max_freq_ghz": 0.3872,
  "yosysCellCount": 85,
  "area_leaders": "dfrtp_1 (50%), xnor2_1 (8.8%), xor2_1 (6.8%)",
  "grt_max_degree": 19,
  "antennaDiodeCount": 0,
  "worstMarginPinSlew_ns": 0.8013,
  "slew_headroom_pct": 46.41,
  "yosys_warnings": 1,
  "post_cts_buffers": 0,
  "internal_power_mw": 0.2505,
  "post-dp-hpwl_mm": 1.117,
  "via_per_inst": 3.694,
  "synthCells": 85
}
-- worst max path at each step --
stage         endpoint  startpoint  depth (start not counted)  slack (ns)
finish         oSeg[1]      iClass                          3        1.42
CTS            oSeg[1]      iClass                          3        1.40
global route   oSeg[3]      iClass                          3        1.36
-- power by group through the flow --
| stage | Sequential [mW] | Combinational [mW] | Clock (mW) |
|---|---|---|---|
| finish | 0.182 | 0.00540 | 0.121 |
| global route | 0.182 | 0.00642 | 0.134 |
| CTS | 0.182 | 0.00585 | 0.127 |
-- logic make-up after synthesis --
logic type / count (synthesis)
and+or+nand+nor: 40
DFF: 18
xor gates and xnor gates: 16
buffers and inverters: 8
other: 2
adders and majority gates: 1
-- worst max-delay path: stages --
cell and delay (ns):
clkdlybuf4s50_1 0.40, nand2_1 0.11, clkdlybuf4s50_1 0.48
-- flip-flops by register name, summed over array words and instances (netlist names) --
signal and cells:
cnt 17, sel 1
-- cells in the final DEF, fill, tap and decap left out --
cell type,n
nand2_1,3
dfrtp_1,18
conb_1,3
nand3_1,6
xor2_1,7
nand4_2,1
clkdlybuf4s50_1,7
and3_1,2
inv_1,2
or3_4,1
and4bb_1,1
nand3_2,1
ha_1,1
clkbuf_8,3
nor2_1,11
nor3_1,4
nor4_1,4
nor3_4,1
nor2b_1,1
xnor2_1,9
nand4_1,4
-- final cells by class --
class | count | share of cell area, %
sequential | 18 | 42.70
multi-input combinational | 60 | 37.72
clock buffer | 3 | 3.915
tap | 70 | 8.304
timing repair buffer | 7 | 6.643
inverter | 2 | 0.7117
-- metal layers --
metal | global-route usage (%) | vias up | part of all wire, %
met2 | 4.666 | 18 | 37
met3 | 1.858 | 2 | 7.9
met4 | 0.2532 | 0 | 0.78
li1 | - | 292 | -
met5 | 0 | - | 0
met1 | 5.037 | 279 | 54
Power figures rest on the tool's default switching activity, not on a simulated workload.
